**flow/design.v**
```verilog
`timescale 1ns/1ns
module controller(input start, co ,stop, clk, rst, 
        output reg counter_enable , iz_count, select_lut , select_x2 , LdX ,
	    LdA , iz_A , LdR , iz_R , LdY , enable_TFF , iz_TFF , ready);
	parameter Idle = 3'b000, init = 3'b001, prepare_data = 3'b010, multi1 = 3'b011,
		    multi2 = 3'b100, adding = 3'b101, checking = 3'b110;
	reg [2:0] ps, ns;
	always @(ps, start, co, stop)begin
		ns = Idle;
		{counter_enable , iz_count , select_lut , select_x2 , 
        LdX , LdA , iz_A , LdR , iz_R , LdY , enable_TFF , iz_TFF} = 12'b0;
		case(ps)
			Idle: begin
                 ns = start ? init: Idle; 
                 ready = 1; 
                 end
			init: begin
                 ns = start ? init: prepare_data;
				{iz_count , iz_A , iz_R , iz_TFF} = 4'b1111; 
                end
			prepare_data: begin 
                ns = multi1; 
                {LdY, LdX} = 2'b11;
                end
			multi1: begin
                ns = multi2; 
                {select_x2 , LdA} = 2'b11; 
                end
			multi2: begin 
                ns = adding; 
                {counter_enable , select_lut , LdA} = 3'b111; 
                end
			adding: begin 
                ns = checking;
                {enable_TFF , LdR}= 2'b11; 
             end
			checking: begin
                ns = co ? Idle:(stop) ? Idle : multi1;
            end 
			default: ns = Idle;
		endcase
	end
	always @(posedge clk, posedge rst) begin
		if (rst)
            ps <= 3'b000;
		else 
            ps <= ns;
	end
endmodule
```
**flow/constraint.sdc**
```tcl
current_design controller

set clk_period 1.6
set clk_io_pct 0.2

create_clock -name clk0 -period $clk_period [get_ports {clk}]

set non_clock_inputs [all_inputs -no_clocks]
set_input_delay [expr $clk_period * $clk_io_pct] -clock clk0 $non_clock_inputs
set_output_delay [expr $clk_period * $clk_io_pct] -clock clk0 [all_outputs]
```
**flow/config.mk**
```make
export PLATFORM = sky130hd
export DESIGN_NAME = controller
export DESIGN_NICKNAME = controller
export VERILOG_FILES = /design/flow/design.v
export SDC_FILE = /design/flow/constraint.sdc
export NUM_CORES = 4
export LEC_CHECK = 1
export CORE_AREA = 10 10 70 70
export DIE_AREA = 0 0 80 80
```
**flow/run.sh**
```bash
#!/bin/bash
# OpenROAD 26Q1-2900-gdf79404cd8, Yosys 0.63+post, stock flow scripts
make -C /OpenROAD-flow-scripts/flow DESIGN_CONFIG=/design/flow/config.mk WORK_HOME=/design/flow/orfs finish
```
==> results_slide.txt <==
Key Metrics from the Run

Layout
  • Fin area: 498.0 um^2
  • Top cells excl fill/tap: 15 x clkdlybuf4s50_1, 6 x dfrtp_1, 3 x clkbuf_4, 3 x buf_4, 2 x inv_1
  • Area growth syn-to-layout: 76.89%
  • Share of layout cells above drive strength 1: 17.50%
  • Reg with most FFs: ps
  • Biggest regs: ps (7)
  • Highest-count logic cell in the final layout: clkdlybuf4s50_1
  • Largest register FFs: 7

Yosys
  • Post-synth cell types: 12
  • Cells after Synth: 24
  • Ys Warns: 1
  • Chip area line of the yosys report: 281.5 um^2
  • # Cells Yosys: 24
  • Ys flops: 7
  • Syn_area_per_cell: 11.73 um^2
  • Cell area after synthesis: 281.5 um^2
  • Synth Seq Share: 62.67%

Timing
  • Max Clock Skew: 0.004529 ns
  • Final hold slack: 0.2962 ns
  • FMAX: 646.5 MHz
  • Final setup vio count: 0
  • Final worst setup slack: 0.05313 ns
  • Max Slew Vio Count: 0
  • Final worst path period need: 1.547 ns
  • Setup_tns: 0 ns
  • Final Hold Vio Count: 0
  • Period utilization: 96.68%
  • Unrepaired setup endpoints after global routing: false

Critical path
  • Critical Path AT: 1.23 ns
  • Worst path required time: 1.28 ns
  • Critical Path End Type: output pin
  • Worst-path maximum fanout: 4
  • Critical Setup Path Class: flop to output pin
  • Crit start category: flop

Placement
  • Port bufs: 16
  • DP Area: 446.7 um^2
  • Pre-CTS WS: 0.2906 ns
  • DP Wirelength: 562.8 um
  • Routability Congestion: 0.7455

GRT
  • Vias in the first global route: 239
  • Largest net degree at the start of global routing: 8
  • First-pass GRT wire length: 1159 um
  • Initial antenna violation count: 0
  • Final global-route overflow total: 0
  • Tot GR Track Use: 2.349%

Floorplanning
  • Pre-Place Util: 8.242%
  • Die height: 80 um
  • # IOs: 18
  • Die area: 6400 um^2
  • Row cnt: 21
  • Die Wd: 80 um
  • Core area: 3416 um^2

Power and ir drop
  • Pwr Total: 442.1 uW
  • Worst vdd ir: 0.3872 mV
  • Leakage: 0.2327 nW
  • PwrDens: 887.8 nW/um^2

Run status
  • Status: completed

CTS
  • Clock Sinks: 7
  • CTS H-tree lvls: 1
  • Clock latency (worst-skew pair): 0.25 ns
  • Longest Clk Path Bufs: 2
  • Hold_buf cts: 0
  • Clk root buf: clkbuf_4
  • Clock transition at the registers of the reported paths: 0.05 ns
  • CTS Buf Count: 3
  • CTS tree: yes

Route
  • Via count: 207
  • Diode count: 0
  • Total wire length: 755 um
  • Pre-antenna DRT Iters: 2
  • Iter 0 DRT Violations: 2
  • Routed wire per std cell: 8.779 um
  • Number of vias per cell: 2.407
  • Antenna-violating nets left: 0
  • # DRC: 0

Flow run
  • Tool Warnings: 25
  • Total of max-cap violations: 0

Worst hold path
  • Hold Crit Class: input port to asynchronous set/reset pin
per-layer routing:
metal	wire length (um)	track usage, %	vias up
met3	170	2.386	0
li1	-	-	99
met5	0	0	-
met1	397	3.163	91
met2	187	2.488	17
met4	0	0.3521	0
cells in the mapped netlist:
cell	number	share of area [%]
nor2b_1	1	2.2
a21o_1	1	2.7
o21ai_0	1	1.8
o21a_1	1	2.7
conb_1	1	1.3
or2_1	1	2.2
inv_1	2	2.7
nor2_1	1	1.3
dfstp_2	1	9.3
dfrtp_1	6	53
buf_4	7	19
o21ai_1	1	1.8
critical path: stages, from the launching register on:
cell and delay [ns]:
dfrtp_1 0.39, buf_4 0.12, clkdlybuf4s50_1 0.47
path summary, 6_finish.rpt:
path                            start  cells past startpoint              to  slack, ns
min in group clk0               ps[5]                      0           ps[3]       0.43
worst min register to register  ps[5]                      0           ps[3]       0.43
max in group asynchronous         rst                      2           ps[0]       1.03
worst max register to register  ps[0]                      2           ps[0]       0.83
worst max-delay path            ps[1]                      2  counter_enable       0.05
worst min-delay path              rst                      2           ps[1]       0.30
what timing repair did:
item / CTS / global route
hold endpoints to repair: 0 / 0
buffers inserted: 1 / 2
endpoints found under the setup margin: 1 / 1
resized: 0 / 1
pin swaps: 0 / 0
logic make-up (layout without fill, tap and decap cells):
| family | Yosys count | after routing | synth area share [%] |
|---|---|---|---|
| other | 1 | 1 | 1.332 |
| DFF | 7 | 7 | 62.67 |
| and+or+nand+nor | 3 | 3 | 5.779 |
| AOI/OAI and AO/OA | 4 | 4 | 8.887 |
| buffers and inverters | 9 | 25 | 21.33 |
layout make-up:
class	count	area, um^2
clock buffers	4	26.28
repair buffers	19	185.2
fillers	402	2918
well taps	46	57.56
inverters	2	7.507
multi-input cells	8	45.04
flip-flops and latches	7	176.4
power by group:
part           leakage [nW]  total (mW)  internal, mW  switching (mW)
Combinational         0.124      0.0797        0.0624          0.0173
Sequential           0.0932       0.206         0.194          0.0118
Clock                0.0150       0.157        0.0949          0.0619
metrics by stage:
stage | utilization (%) | instances
after floorplan | - | 24
after global placement | 13.08 | 79
after detailed placement | 13.08 | 79
after CTS | 14.07 | 84
after global routing | 14.58 | 86
final | 14.58 | 86
Power figures rest on the tool's default switching activity, not on a simulated workload.
