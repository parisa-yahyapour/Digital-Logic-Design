<file path="design/flow/config.mk">
export PLATFORM = sky130hd
export DESIGN_NAME = mux2to1
export DESIGN_NICKNAME = mux2to1
export VERILOG_FILES = /design/flow/design.v
export SDC_FILE = /design/flow/constraint.sdc
export NUM_CORES = 4
export LEC_CHECK = 1
export CORE_AREA = 10 10 70 70
export DIE_AREA = 0 0 80 80
</file>
<file path="design/flow/constraint.sdc">
current_design mux2to1

set clk_period 2.6
set clk_io_pct 0.2

create_clock -name clk0 -period $clk_period

set non_clock_inputs [all_inputs -no_clocks]
set_input_delay [expr $clk_period * $clk_io_pct] -clock clk0 $non_clock_inputs
set_output_delay [expr $clk_period * $clk_io_pct] -clock clk0 [all_outputs]
</file>
<file path="design/flow/design.v">
`timescale 1ns/1ns
module mux2to1 (input [15:0] a, b, input select_1, select_2, output [15:0] data);
    assign data = select_1 ? a : 
                 select_2 ? b : 16'b0;
endmodule
</file>
<file path="design/flow/run.sh">
#!/bin/bash
# OpenROAD 26Q1-2900-gdf79404cd8, Yosys 0.63+post, stock flow scripts
make -C /OpenROAD-flow-scripts/flow DESIGN_CONFIG=/design/flow/config.mk WORK_HOME=/design/flow/orfs finish
</file>
==> flow_results.org <==
#+TITLE: Synthesis and PnR summary

** Run status
- Run status :: complete, no violations

** Pwr
- Max IR drop VDD :: 49.2 uV
- Overall power :: between 0.1 and 0.15 mW
- For this design the static power due to leakage is about 0.28 nW.
- In this run the power density over the cells is 158 nW/um^2.

** Min path
- Startpoint of the tightest hold check path :: a[13]
- Hold EP :: data[13]
- Classification of the worst-slack hold path :: input pin to output pin
- Min-Delay Path Depth :: 4

** Clock network
- Number of buffers added to fix hold violations after cts :: 0

** Finish
- Combined flip-flop and latch cell area :: 0 sq um
- Fillers :: between 300 and 400
- Of the cells placed in the final design, the portion with a size suffix greater than 1 is 17.8%.
- Area growth, synth to finish :: 277%
- Clock buffers in the final layout number 0.
- The number of sequential cells reported for the layout is 0.
- Utilization after layout :: 22.2%

** Detailed routing
- Wires add up to 1680 um.
- The detailed router finished its first iteration with 2 violations.
- Per the detail_route report, vias per standard cell equal 3.49.
- The iteration count recorded for the first detailed-route pass is 2.
- Drt wl/cell :: 14.1 um
- The repair_antennas step left the layout with diodes totalling 0.
- Per the detail_route report, the via count comes to 415.
- Drc violations :: 0
- Once detail routing completed, the nets flagged for antenna violations numbered 0.

** Critical path
- Worst-path maximum fanout :: 18
- Data required time at the worst endpoint :: between 2 and 2.5 ns
- The timing report gives the biggest stage delay along the critical path as between 0.5 and 0.6 ns.
- Critical Setup Path Class :: input pin to output pin
- The critical path crosses 4 cells after its start point.
- On the critical path, the stage with the largest delay is an instance of clkdlybuf4s50_1.
- Kind of launch point of the worst setup path :: input pin
- Arrival time worst endpoint :: 1.95 ns
- Nature of the critical path endpoint :: output pin
- Top cell family by delay on the critical path :: buffers and inverters
- The signal on the critical path passes through clkdlybuf4s50_1, buf_4, a22o_2, clkdlybuf4s50_1.
- Number of buffer and inverter stages on the critical path :: 3
- In this design, the critical path's most frequently occurring cell is clkdlybuf4s50_1.

** STA
- # setup viols final :: 0
- Pins over their slew limit in the final report were tallied at 0.
- At the pin with the least slew margin, the transition time is 0.171 ns.
- Final period demand of the worst path :: 2.47 ns
- The final timing report lists a hold violation count of 0.
- Setup total negative slack on the finished layout was measured at 0 ns.
- Maximum clock rate :: 404 MHz
- Setup repair after global routing left no endpoint under its margin.
- Of the available clock period, the critical path in the final layout requires between 90% and 100%.
- Slew Limit Headroom :: 88.6%

** Synthesis
- Cell type with the highest aggregate area in the netlist :: a22o_2
- Sorting the synthesized cells by area gives the leading types as a22o_2, a22o_1, buf_6.
- Warnings from Yosys :: 0
- In this run the mean area of a mapped cell was 8.39 sq um.
- The synthesized instance count is 24.
- Top cell type's share of synthesized area :: 49.7%
- Sequential cells were found to cover 0% of the synthesized design area.
- Yosys mapped the design onto 7 distinct sky130hd cell types.
- Yosys stat cell total :: 24
- Post-Synthesis Cell Area :: 201 sq um
- In the synthesis report, Yosys lists the chip area as 201 sq um.

** Die
- Per the OpenROAD floorplan log, the height of the die is approximately 80 um.
- The overall die size recorded for this design is 6400 sq um.
- The region available for standard cell placement spans roughly 3400 sq um.
- In the floorplan report the effective utilization is slightly below 6%.
- Overall die width :: 80 um
- The initialized floorplan defines 21 standard-cell rows.
- According to the I/O placement log, the pin count is 50.

** Global routing
- The initial antenna violation count was 0.
- Via count of the first global-routing pass :: 458
- In the global route stage, overall resource usage came out at 4.73%.
- Global-route wire length before repair :: 2370 um
- Largest net degree at the start of global routing :: 19
- Recorded from the global router log, the overflow total was 0.

** Placement
- During placement, the flow inserted port buffers numbering 50.
- The congestion estimate from routability-driven global placement came to roughly 0.80.

** Job
- Reported max-cap violation count :: 0
- Log Warnings :: 32
-- synth_stat cells --
| library cell | count |
|---|---|
| buf_2 | 1 |
| nor2b_4 | 1 |
| a22o_2 | 10 |
| a22o_1 | 4 |
| buf_6 | 2 |
| nand2_1 | 4 |
| o21ai_0 | 2 |
-- placed cells by master (no fill, tap or decap), drive strengths merged --
master | netlist | layout
a22o | 14 | 14
nand2 | 4 | 4
buf | 3 | 2
clkdlybuf4s50 | 0 | 50
nor2b | 1 | 1
o21ai | 2 | 2
-- tightest hold or removal path: stages --
cell and delay (ns):
clkdlybuf4s50_1 0.40, nand2_1 0.05, o21ai_0 0.07, clkdlybuf4s50_1 0.41
-- cells by family after synthesis --
group	share of synthesized area [%]
simple gates	14.3
compound gates	72.1
buf+inv	13.7
-- per-layer routing --
metal	track usage (%)	part of all wire, %	up-vias
met4	0	0	0
li1	-	-	197
met1	5.34	40	174
met3	4.32	25	0
met5	0	0	-
met2	6.90	35	44
-- timing repair --
action | 4_1_cts | 5_1_grt
buffers inserted | 0 | 1
resized | 0 | 0
endpoints found under the setup margin | 0 | 14
-- worst max path at each step --
stage	start	to	slack (ns)
after CTS	select_2	data[4]	0.02
final	select_1	data[4]	0.13
after global routing	select_1	data[5]	0.04
-- layout make-up --
type / count / area, sq um / share of cell area [%]
well taps: 46 / 57.6 / 7.58
multi-input cells: 21 / 174 / 22.9
repair buffers: 52 / 528 / 69.5
-- per-stage QoR --
| step | setup WS [ns] | instance area (sq um) | cells | hold WS (ns) |
|---|---|---|---|---|
| 2_1_floorplan | 1.06 | 201 | 24 | 1.09 |
| 3_3_place_gp | 0.0271 | 739 | 118 | 1.96 |
| 3_5_place_dp | 0.0215 | 739 | 118 | 1.97 |
| 4_1_cts | 0.0200 | 739 | 118 | 1.97 |
| 5_1_grt | 0.0428 | 759 | 119 | 2.01 |
| 6_report | 0.127 | 759 | 119 | 1.96 |
-- power breakdown --
group          total, mW  internal [mW]  switching [mW]
Sequential             0              0               0
Clock                  0              0               0
Combinational      0.120         0.0939          0.0259
Total              0.120         0.0939          0.0259
Power is estimated from default activity; no workload was simulated.
