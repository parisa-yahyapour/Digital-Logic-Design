### design.v
`timescale 1ns/1ns
module register16bit(input [16:0] ParIn, input clk , rst, load, output reg[15:0] ParOut);
    always @(posedge clk, posedge rst) begin
        if (rst) begin
            ParOut <= 16'b0000000000000000;
        end
        else
            ParOut <= (load) ? ParIn : ParOut;
    end
endmodule
### config.mk
export PLATFORM = sky130hd
export DESIGN_NAME = register16bit
export DESIGN_NICKNAME = register16bit
export VERILOG_FILES = /design/flow/design.v
export SDC_FILE = /design/flow/constraint.sdc
export NUM_CORES = 4
export LEC_CHECK = 1
export CORE_AREA = 10 10 80 80
export DIE_AREA = 0 0 90 90
### run.sh
#!/bin/bash
# OpenROAD 26Q1-2900-gdf79404cd8, Yosys 0.63+post, stock flow scripts
make -C /OpenROAD-flow-scripts/flow DESIGN_CONFIG=/design/flow/config.mk WORK_HOME=/design/flow/orfs finish
### constraint.sdc
current_design register16bit

set clk_period 1.5
set clk_io_pct 0.2

create_clock -name clk0 -period $clk_period [get_ports {clk}]

set non_clock_inputs [all_inputs -no_clocks]
set_input_delay [expr $clk_period * $clk_io_pct] -clock clk0 $non_clock_inputs
set_output_delay [expr $clk_period * $clk_io_pct] -clock clk0 [all_outputs]
==> flow_summary.json <==
{
  "outcome": "completed",
  "critical_path_class": "flop to primary output",
  "clock_latency_ns": 0.24,
  "overflow": 0,
  "p_total_mw": 1.086,
  "postSynthCellCount": 35,
  "cts.reportedPaths.clkPinSlew_ns": 0.06,
  "cts.repair.resized": 0,
  "n_antenna_cell": 0,
  "finalSetupTns_ns": 0,
  "vias_per_cell": 3.035,
  "cp_data_arrival_time_ns": 1.07,
  "ys_seq_share_pct": 61.30,
  "ys_cells": 35,
  "end_kind": "primary output",
  "tightest_slew_ns": 0.3144,
  "die-area_um2": 8100,
  "hold_viol": 0,
  "cts_made_buffers": 3,
  "syn_area_per_cell_um2": 18.66,
  "grt_pass1_vias": 490,
  "drt-initial-drc-count": 4,
  "yosysChipArea_um2": 653.1,
  "antenna_found_initial": 0,
  "p_leak_nw": 0.4834,
  "post_cts_buffers": 0,
  "cp_cell_sequence": "clkdlybuf4s50_1",
  "reg2reg_slack_ns": 0.74,
  "start_kind": "flop",
  "crit_family": "buffers and inverters",
  "p_per_area_nw_per_um2": 945.1,
  "hold_buffers": 0,
  "vias": 428,
  "fp_util_pct": 13.83,
  "critPathBufInv": 1,
  "synth_area_um2": 653.1,
  "finalSetupViolations": 0,
  "max_freq_mhz": 730.6,
  "portBuffers": 34,
  "max-slew-margin-rel_pct": 79.02,
  "areaGrowthSynthToFinish_pct": 75.86,
  "cts_tree": "built",
  "num_rows": 25,
  "design.core.area_um2": 4723,
  "path_max_fanout": 2,
  "rsz0062_at_grt": "false",
  "synth_cell_types": 6,
  "critPathSlowestCell": "clkdlybuf4s50_1",
  "ys_ff": 16,
  "top_regs": "ParOut x16",
  "dpl_cell_area_um2": 1094,
  "layout-drive-gt1-share_pct": 31.08,
  "final_cell_area_um2": 1149,
  "regMostFlops": "ParOut",
  "finalNonFillerCells": 141,
  "gp_congestion": 0.6778,
  "largest_reg_flops": 16,
  "ant_nets": 0,
  "clockBufferDepth": 2,
  "hold_class": "input pin to async pin",
  "drv_slew": 0,
  "period_used_pct": 91.25,
  "yosysWarnings": 1,
  "grt_max_degree": 13,
  "io_pins": 36,
  "clkSinkCount": 16,
  "cpPeakStageDelay_ns": 0.48,
  "track_usage_pct": 4.006,
  "period_needed_ns": 1.369,
  "drc": 0,
  "r2r-start": "ParOut[11]$_DFFE_PP0P_",
  "htree_levels": 1,
  "dr.pass1.iters": 2,
  "cp_data_required_time_ns": 1.20,
  "grt_pass1_wl_um": 2642,
  "wl_um": 1618,
  "dpl.hpwl_um": 1377,
  "die_h_um": 90,
  "maxCapViolCount": 0,
  "dieWidth_um": 90,
  "irDropWorstVdd_v": 0.0003623,
  "wl_per_cell_um": 11.48,
  "warning_count": 26,
  "finClkSkew_ns": 0,
  "r2r_cells": 1,
  "dp_cells": 137,
  "reg2reg_to": "ParOut[11]$_DFFE_PP0P_",
  "ctsRootBufferMaster": "clkbuf_8"
}
## placed cells by master, fill, tap and decap left out
| cell type | n |
|---|---|
| buf_4 | 1 |
| clkbuf_8 | 4 |
| dfrtp_1 | 16 |
| inv_1 | 1 |
| buf_12 | 2 |
| mux2_2 | 6 |
| clkdlybuf4s50_1 | 34 |
| mux2_4 | 10 |
## where the power goes
part | internal, mW | switching, mW
combinational | 0.175 | 0.0453
clock | 0.232 | 0.136
sequential | 0.475 | 0.0215
## per-stage QoR
step           util (%)  worst slack [ns]  hold slack, ns
4_1_cts           24.32            0.1048          0.3115
3_3_place_gp      23.15           0.05031          0.4917
2_1_floorplan         -            0.5384          0.2137
3_5_place_dp      23.15           0.02643          0.4931
5_1_grt           24.32           0.06758          0.3243
6_report          24.32            0.1312          0.3018
## how the worst max path moves through the flow
stage,from,endpoint,slack [ns],depth (start not counted)
after global routing,ParOut[3]$_DFFE_PP0P_,ParOut[3],0.07,1
final,ParOut[11]$_DFFE_PP0P_,ParOut[11],0.13,1
after CTS,ParOut[11]$_DFFE_PP0P_,ParOut[11],0.10,1
## layout make-up
type	instances	area [um^2]
fill	489	3575
sequential	16	400.4
timing repair buffer	37	387.9
multi-input combinational	16	217.7
tap	67	83.83
clock buffer	4	55.05
inverter	1	3.754
## logic make-up after synthesis
kind of cell	count (synthesis)	share of synthesized area [%]
mux	16	33.33
flops	16	61.30
buf+inv	3	5.363
## Yosys cell counts (all sizes together)
master | n | area (um^2)
mux2 | 16 | 217.7
buf | 2 | 31.28
inv | 1 | 3.750
dfrtp | 16 | 400.4
## per-layer routing
layer | wire, um | up-vias | part of all wire (%) | track usage, %
met5 | 0 | - | 0 | 0
met4 | 0 | 0 | 0 | 0.1326
met3 | 195 | 0 | 12 | 2.682
met2 | 659 | 28 | 41 | 5.508
met1 | 764 | 201 | 47 | 5.369
li1 | - | 199 | - | -
No activity file was given, so power comes from the tool's default toggle rates.
